### flow/config.mk
export PLATFORM = sky130hd
export DESIGN_NAME = traffic
export DESIGN_NICKNAME = traffic
export VERILOG_FILES = /design/flow/design.v
export SDC_FILE = /design/flow/constraint.sdc
export NUM_CORES = 4
export LEC_CHECK = 1
export CORE_UTILIZATION = 50
### flow/run.sh
#!/bin/bash
# OpenROAD 26Q1-2900-gdf79404cd8, Yosys 0.63+post, stock flow scripts
make -C /OpenROAD-flow-scripts/flow DESIGN_CONFIG=/design/flow/config.mk WORK_HOME=/design/flow/orfs finish
### flow/design.v
module clk_div(
    input i_clk,
    input i_rst_n,
    output reg o_clk
);
reg [32:0] cnt;
parameter DIV_CNT = 32'd25;
always @(posedge i_clk or negedge i_rst_n) begin
    if (!i_rst_n) begin
        cnt <= 32'd0;
        o_clk <= 1'b0;
    end else if((cnt + 'd1) == DIV_CNT) begin
        o_clk <= ~o_clk;
        cnt <= 32'd0;
    end else begin
        cnt <= cnt + 1'b1;
    end
end
endmodule       
module seg_one(
    input i_clk,
    input i_rst_n,
    input [3:0] i_data,
    output [6:0] o_seg
);
reg[6:0] r_seg;
always @(posedge i_clk or negedge i_rst_n) begin
    if (!i_rst_n) begin
        r_seg <= 7'b1111111;
    end
    else begin
        case(i_data)
            4'h0: r_seg <= 7'b1000000;  
            4'h1: r_seg <= 7'b1111001;  
            4'h2: r_seg <= 7'b0100100;  
            4'h3: r_seg <= 7'b0110000;  
            4'h4: r_seg <= 7'b0011001;  
            4'h5: r_seg <= 7'b0010010;  
            4'h6: r_seg <= 7'b0000010;  
            4'h7: r_seg <= 7'b1111000;  
            4'h8: r_seg <= 7'b0000000;  
            4'h9: r_seg <= 7'b0010000;  
            4'hf: r_seg <= 7'b1111111;  
            default: r_seg <= 7'b1111111; 
        endcase
    end
end
assign o_seg = r_seg;
endmodule       
module traffic (
    input i_clk,
    input i_rst_n,
    output [6:0] o_seg0,
    output [6:0] o_seg1,
    output [2:0] o_ledns,
    output [2:0] o_ledew
);
parameter CLK_1K = 32'd25_000 - 'd1;
parameter CLK_2 = 32'd12_500_000 - 'd1;
wire w_clk_1k;
wire w_clk_2;
clk_div #(.DIV_CNT(CLK_1K))
    uut1(.i_clk(i_clk),.i_rst_n(i_rst_n),.o_clk(w_clk_1k));
clk_div #(.DIV_CNT(CLK_2))
    uut2(.i_clk(i_clk),.i_rst_n(i_rst_n),.o_clk(w_clk_2));
localparam CNT_DOWN = 5'd19;
localparam CNT_1S = 32'd1000 - 'd1;
reg r_flag; 
reg[4:0] r_cntdn;
reg[31:0] r_cnt;
always @(posedge w_clk_1k or negedge i_rst_n)begin
    if(!i_rst_n)begin
        r_cnt <= 'd0;
        r_cntdn <= CNT_DOWN;
        r_flag <= 0;
    end    
    else if(r_cnt == CNT_1S)begin
        r_cnt <= 'd0;
        if(r_cntdn == 'd0)begin
            r_cntdn <= CNT_DOWN;
            r_flag <= ~r_flag;
        end
        else begin
            r_cntdn <= r_cntdn - 'd1;
        end
    end
    else begin
        r_cnt <= r_cnt + 'd1;
    end
end
localparam CNT_YELLOW = 5'd3 - 5'd1;
reg[2:0] r_leden; 
always @(posedge w_clk_1k or negedge i_rst_n)begin
    if(!i_rst_n)begin
        r_leden <= 'd0;
    end
    else if(r_cntdn <= CNT_YELLOW)begin
        r_leden <= 3'b110; 
    end
    else begin
        r_leden <= 3'b101; 
    end
end
assign o_ledns = {  (r_flag)&&r_leden[2],
                    (!r_flag)&&r_leden[1]&&w_clk_2,
                    (!r_flag)&&r_leden[0]   };
assign o_ledew = {  (!r_flag)&&r_leden[2],
                    (r_flag)&&r_leden[1]&&w_clk_2,
                    (r_flag)&&r_leden[0]   };
wire[7:0] r_seg;
assign r_seg[7:4] = r_cntdn / 10;
assign r_seg[3:0] = r_cntdn % 10;
seg_one uut3(.i_clk(w_clk_1k),.i_rst_n(i_rst_n),.i_data(r_seg[7:4]),.o_seg(o_seg1));
seg_one uut4(.i_clk(w_clk_1k),.i_rst_n(i_rst_n),.i_data(r_seg[3:0]),.o_seg(o_seg0));
endmodule       
### flow/constraint.sdc
current_design traffic

set clk_period 11.0
set clk_io_pct 0.2

create_clock -name clk0 -period $clk_period [get_ports {i_clk}]

set non_clock_inputs [all_inputs -no_clocks]
set_input_delay [expr $clk_period * $clk_io_pct] -clock clk0 $non_clock_inputs
set_output_delay [expr $clk_period * $clk_io_pct] -clock clk0 [all_outputs]
==> qor.json <==
{
  "run_status": "finished, final reports clean",
  "first_iter_violations": 317,
  "vias_per_cell": 5.491,
  "mappedNetlistArea_um2": 6620,
  "chip_area_um2": 13700,
  "cts_buffer_depth": 2,
  "n_antenna_cell": 0,
  "layout_worst_path_cycle_share": 0.3190,
  "place.port_buffers": 21,
  "dp_slack_ps": 7355,
  "fillCellCount": 1080,
  "fp.dieW_um": 117.1,
  "grt.total_usage": 0.1969,
  "finalCriticalPeriod_ps": 3509,
  "power.density_cell_area_nw_per_um2": 78.74,
  "final_layout_top_logic_cell": "sky130_fd_sc_hd__dfrtp_1",
  "io-pin-count": 22,
  "area_added_between_synthesis_and_finish_pct": 9.431,
  "start_kind": "register",
  "drt_pre_antenna_iters": 4,
  "layoutNonFillerInstCount": 863,
  "grt_overflow": 0,
  "cts_repair_resize_count": 0,
  "arrival_ps": 1310,
  "cp_cell_sequence": "and3_1, clkdlybuf4s50_1",
  "worst_ep_required_time_ps": 8800,
  "timing_max_transition_violations_final": 0,
  "cpLargestDelayFamily": "buffers and inverters",
  "core_region_area_um2": 12770,
  "path_clk_slew_ps": 60,
  "avgSynthCellArea_um2": 9.750,
  "postLayoutCellArea_um2": 7244,
  "timing.final.ws_setup_ps": 7491,
  "first_pass_grt_wire_length_um": 21030,
  "final.setup_skew_ps": 8.102,
  "enable_flop_cells": 0,
  "timing.critical_path.slowest_stage_cell": "sky130_fd_sc_hd__clkdlybuf4s50_1",
  "fp_util": 0.5183,
  "final-hold-violation-count": 0,
  "cts_htree_levels": 3,
  "numPlacedInstances": 847,
  "synth.yosys.seq_area_share": 0.4642,
  "synth.yosys.num_cells": 679,
  "place.detailed.hpwl_um": 8201,
  "post_cts_buffers": 0,
  "leakage_nw": 3.089,
  "grt_max_degree": 63,
  "clk-insertion-delay-late_ps": 330,
  "warnings": 33,
  "timing.slew.headroom": 0.4933,
  "grt_antenna_before_repair": 0,
  "critPathCaptureType": "output port",
  "synth-async-reset-ratio": 1.000,
  "unclocked_regs": 54,
  "synthesis.instances": 679,
  "layout-drive-gt1-share": 0.06946,
  "detail_route.wl_per_cell_um": 13.68,
  "remaining_drc_errors": 0,
  "path_max_fanout": 3,
  "vdd.ir_drop.worst_uv": 123.2,
  "untimed_endpoints": 70,
  "achievable-frequency_mhz": 285.0,
  "synth-warning-count": 4,
  "grt_setup_unrepaired": "false",
  "tritoncts": "yes",
  "cts-buffers-inserted": 9,
  "final_layout_top_logic_cells": "106 x sky130_fd_sc_hd__dfrtp_1, 68 x sky130_fd_sc_hd__nor2_1, 64 x sky130_fd_sc_hd__xnor2_1",
  "root_cell_of_the_clock_tree": "sky130_fd_sc_hd__clkbuf_16",
  "dpl-instance-area_um2": 6918,
  "via_count_of_the_first_global_routing_pass": 4434,
  "finalWirelength_um": 11810,
  "aggregate_negative_setup_slack_ps": 0,
  "rows": 41,
  "report.final.setup_viol": 0,
  "fin_util": 0.5671,
  "numSynthFlops": 122,
  "timing_worst_slew_pin_value_ps": 758.5,
  "critical_path_class": "register to output port",
  "yosys.stat.chipArea_um2": 6620,
  "critical_path_buf_inv_count": 1,
  "dieHeight_um": 117.1,
  "critical_path.max_stage_delay_ps": 450,
  "maxCapViolCount": 0,
  "flip_flop_cell_with_the_highest_count_after_synthesis": "sky130_fd_sc_hd__dfrtp_1",
  "yosys.cell_types.count": 66,
  "cts_hold_buffers": 0,
  "total_number_of_vias": 4739,
  "detail-route-antenna-nets": 0,
  "place.gp.congestion": 0.8388,
  "hp-class": "register to register"
}
==> cells by family (layout without fill, tap and decap cells) <==
kind of cell	Yosys count	after routing	share of synthesized area
AOI/OAI and AO/OA	76	76	0.07692
xor gates and xnor gates	105	105	0.1389
adders and majority gates	14	14	0.02646
buffers and inverters	55	67	0.03874
DFF	122	122	0.4642
muxes	6	6	0.009261
other	2	2	0.001134
and+or+nand+nor	299	299	0.2444
==> per-layer routing <==
| metal | part of all wire | GRT usage |
|---|---|---|
| met3 | 0.034 | 0.02832 |
| met1 | 0.52 | 0.3302 |
| met4 | 0.0050 | 0.01519 |
| met5 | 0 | 0 |
| met2 | 0.44 | 0.2959 |
==> path summary, 6_finish.rpt <==
kind                       cells past startpoint  slack, ps                   start                endpoint
setup / recovery                               2       7490  uut2.o_clk$_DFFE_PN0P_              o_ledew[1]
hold / removal                                 1        470  uut2.cnt[32]$_DFF_PN0_  uut2.cnt[32]$_DFF_PN0_
setup reg to reg                               8       7650   uut2.cnt[8]$_DFF_PN0_  uut2.cnt[15]$_DFF_PN0_
hold reg to reg                                1        470  uut2.cnt[32]$_DFF_PN0_  uut2.cnt[32]$_DFF_PN0_
max in group asynchronous                      2       7850                 i_rst_n  uut1.cnt[15]$_DFF_PN0_
min in group asynchronous                      1       1930                 i_rst_n   uut2.cnt[7]$_DFF_PN0_
==> flip-flops by register name (all words and copies together) (netlist names) <==
signal and count:
uut2.cnt 33, uut4.r_seg 7, uut2.o_clk 1, uut1.o_clk 1
r_flag 1, r_leden 3, uut3.r_seg 6, uut1.cnt 33
r_cntdn 5, r_cnt 32
==> power by group <==
part	internal, mW	switching, mW	leakage, nW
clock network	0.205	0.106	0.152
logic	0.000442	0.00819	1.33
registers	0.251	0	1.61
total	0.456	0.114	3.09
==> worst reg2reg max path: cells and delay by family (launching register included) <==
family,cells,cell delay [ps]
buf+inv,1,280
flops,1,530
simple gates,6,2260
compound gates,1,150
==> per-stage QoR <==
step	power [mW]	hold slack (ps)
3_5_place_dp	0.2647	472.4
2_1_floorplan	0.2553	436.0
3_3_place_gp	0.2645	468.9
5_1_grt	0.5943	487.7
4_1_cts	0.5790	480.2
6_report	0.5704	474.1
==> layout make-up <==
type	count	area [um2]	share of cell area
clock inverters	5	83.83	0.01157
multi-input cells	502	3291	0.4542
clock buffers	11	242.7	0.03351
inverters	25	93.84	0.01295
repair buffers	26	245.2	0.03385
flip-flops and latches	122	3073	0.4242
well taps	172	215.2	0.02971
==> synth_stat cells, drive strengths merged (6+ instances only) <==
master  instances  area share
a21oi          14       0.011
and3           12       0.011
and4           13       0.017
xnor2          64       0.085
dfstp          16       0.064
ha             14       0.026
xor2           41       0.054
nor2           68       0.039
o21ai          15       0.011
nand3          42       0.034
a211oi          6      0.0068
nor4           25       0.026
nand4          26       0.025
dfrtp         106        0.40
buf            10       0.011
or4             6      0.0068
nand2          47       0.027
clkbuf         20       0.014
nor3           22       0.017
inv            25       0.014
and2            6      0.0057
Power figures rest on the tool's default switching activity, not on a simulated workload.
