File: flow/design.v
module clk_div(
    input i_clk,
    input i_rst_n,
    output reg o_clk
);
reg [32:0] cnt;
parameter DIV_CNT = 32'd25;
always @(posedge i_clk or negedge i_rst_n) begin
    if (!i_rst_n) begin
        cnt <= 32'd0;
        o_clk <= 1'b0;
    end else if((cnt + 'd1) == DIV_CNT) begin
        o_clk <= ~o_clk;
        cnt <= 32'd0;
    end else begin
        cnt <= cnt + 1'b1;
    end
end
endmodule       
module Clock(
    input i_clk,
    input i_rst_n,
    input i_en,
    output[6:0] o_seg0,
    output[6:0] o_seg1,
    output[6:0] o_seg2,
    output[6:0] o_seg3,
    output[6:0] o_seg4,
    output[6:0] o_seg5
    );
localparam CLK_100HZ = 32'd50;           
localparam CLK_1kHZ = 32'd5;           
wire w_clk_100;
wire w_clk_1k;
clk_div #(.DIV_CNT(CLK_100HZ))
    uut1(.i_clk(i_clk),.i_rst_n(i_rst_n),.o_clk(w_clk_100));
clk_div #(.DIV_CNT(CLK_1kHZ))
    uut2(.i_clk(i_clk),.i_rst_n(i_rst_n),.o_clk(w_clk_1k));
wire[7:0] w_xx;
wire[7:0] w_ss;
wire[7:0] w_mm;
wire[7:0] w_hh;
seg_num uut3 (.i_clk(w_clk_100),.i_rst_n(i_rst_n),.i_en(i_en),
            .o_xx(w_xx),.o_ss(w_ss),.o_mm(w_mm),.o_hh(w_hh));
seg_show uut7(.i_clk(w_clk_1k),.i_rst_n(i_rst_n),
    .i_xx(w_xx),.i_ss(w_ss),.i_mm(w_mm),.i_hh(w_hh),
    .o_seg0(o_seg0),.o_seg1(o_seg1),.o_seg2(o_seg2),.o_seg3(o_seg3),.o_seg4(o_seg4),.o_seg5(o_seg5));
endmodule       
module seg_num(
    input i_clk,
    input i_rst_n,
    input i_en,
    output reg[7:0] o_xx,
    output reg[7:0] o_ss,
    output reg[7:0] o_mm,
    output reg[7:0] o_hh
);
parameter CNT_100 = 8'd100 - 'd1;
parameter CNT_60 = 8'd60 - 'd1;
reg[7:0] r_xcnt;
reg[7:0] r_scnt;
reg[7:0] r_mcnt;
reg[7:0] r_hcnt;
always @(posedge i_clk or negedge i_rst_n)begin
    if(!i_rst_n)begin
        r_xcnt <= 0;
    end
    else if(i_en)begin
        r_xcnt <= (r_xcnt >= CNT_100) ? r_xcnt <= 'd0 : r_xcnt + 'd1;
    end
    else begin
        r_xcnt <= r_xcnt;
    end
end
always @(posedge i_clk or negedge i_rst_n)begin
    if(!i_rst_n)begin
        r_scnt <= 0;
    end
    else if(i_en)begin
        r_scnt <= (r_scnt >= CNT_60 && r_xcnt == CNT_100) ? 
                    'd0 : ((r_xcnt == CNT_100) ? r_scnt + 'd1 : r_scnt);
    end
    else begin
        r_scnt <= r_scnt;
    end
end
always @(posedge i_clk or negedge i_rst_n)begin
    if(!i_rst_n)begin
        r_mcnt <= 0;
    end
    else if(i_en)begin
        r_mcnt <= (r_mcnt >= CNT_60 && r_xcnt == CNT_100 && r_scnt == CNT_60) ? 
                    'd0 : ((r_xcnt == CNT_100 && r_scnt == CNT_60) ? r_mcnt + 'd1 : r_mcnt);
    end
    else begin
        r_mcnt <= r_mcnt;
    end
end
always @(posedge i_clk or negedge i_rst_n)begin
    if(!i_rst_n)begin
        r_hcnt <= 0;
    end
    else if(i_en)begin
        r_hcnt <= (r_hcnt >= CNT_100 && r_mcnt == CNT_60 && r_xcnt == CNT_100 && r_scnt == CNT_60) 
                    ? 'd0 : ((r_mcnt == CNT_60 && r_xcnt == CNT_100 && r_scnt == CNT_60) ? 
                                r_hcnt + 'd1 : r_hcnt);
    end
    else begin
        r_hcnt <= r_hcnt;
    end
end
always @(posedge i_clk or negedge i_rst_n)begin
    if(!i_rst_n)begin
        o_xx <= 'd0;
        o_ss <= 'd0;
        o_mm <= 'd0;
        o_hh <= 'd0;
    end
    else begin
        o_xx[3:0] <= r_xcnt % 10;
        o_ss[3:0] <= r_scnt % 10;
        o_mm[3:0] <= r_mcnt % 10;
        o_hh[3:0] <= r_hcnt % 10;
        o_xx[7:4] <= r_xcnt / 10;
        o_ss[7:4] <= r_scnt / 10;
        o_mm[7:4] <= r_mcnt / 10;
        o_hh[7:4] <= r_hcnt / 10;
    end
end
endmodule
module seg_one(
    input i_clk,
    input i_rst_n,
    input [3:0] i_data,
    output [6:0] o_seg
);
reg[6:0] r_seg;
always @(posedge i_clk or negedge i_rst_n) begin
    if (!i_rst_n) begin
        r_seg <= 7'b1111111;
    end
    else begin
        case(i_data)
            4'h0: r_seg <= 7'b1000000;  
            4'h1: r_seg <= 7'b1111001;  
            4'h2: r_seg <= 7'b0100100;  
            4'h3: r_seg <= 7'b0110000;  
            4'h4: r_seg <= 7'b0011001;  
            4'h5: r_seg <= 7'b0010010;  
            4'h6: r_seg <= 7'b0000010;  
            4'h7: r_seg <= 7'b1111000;  
            4'h8: r_seg <= 7'b0000000;  
            4'h9: r_seg <= 7'b0010000;  
            4'hf: r_seg <= 7'b1111111;  
            default: r_seg <= 7'b1111111; 
        endcase
    end
end
assign o_seg = r_seg;
endmodule       
module seg_show(
    input i_clk,
    input i_rst_n,
    input[7:0] i_xx,
    input[7:0] i_ss,
    input[7:0] i_mm,
    input[7:0] i_hh,
    output reg [6:0] o_seg0,
    output reg [6:0] o_seg1,
    output reg [6:0] o_seg2,
    output reg [6:0] o_seg3,
    output reg [6:0] o_seg4,
    output reg [6:0] o_seg5
);
wire[13:0] r_xseg;
wire[13:0] r_sseg;
wire[13:0] r_mseg;
wire[13:0] r_hseg;
seg_one uut_xseg1(.i_clk(i_clk),.i_rst_n(i_rst_n),.i_data(i_xx[3:0]),.o_seg(r_xseg[6:0]));
seg_one uut_sseg1(.i_clk(i_clk),.i_rst_n(i_rst_n),.i_data(i_ss[3:0]),.o_seg(r_sseg[6:0]));
seg_one uut_mseg1(.i_clk(i_clk),.i_rst_n(i_rst_n),.i_data(i_mm[3:0]),.o_seg(r_mseg[6:0]));
seg_one uut_hseg1(.i_clk(i_clk),.i_rst_n(i_rst_n),.i_data(i_hh[3:0]),.o_seg(r_hseg[6:0]));
seg_one uut_xseg2(.i_clk(i_clk),.i_rst_n(i_rst_n),.i_data(i_xx[7:4]),.o_seg(r_xseg[13:7]));
seg_one uut_sseg2(.i_clk(i_clk),.i_rst_n(i_rst_n),.i_data(i_ss[7:4]),.o_seg(r_sseg[13:7]));
seg_one uut_mseg2(.i_clk(i_clk),.i_rst_n(i_rst_n),.i_data(i_mm[7:4]),.o_seg(r_mseg[13:7]));
seg_one uut_hseg2(.i_clk(i_clk),.i_rst_n(i_rst_n),.i_data(i_hh[7:4]),.o_seg(r_hseg[13:7]));
always @(posedge i_clk or negedge i_rst_n) begin
    if(!i_rst_n) begin
        o_seg0 <= 7'b111_1111;
        o_seg1 <= 7'b111_1111;
        o_seg2 <= 7'b111_1111;
        o_seg3 <= 7'b111_1111;
        o_seg4 <= 7'b111_1111;
        o_seg5 <= 7'b111_1111;
    end
    else if(i_hh > 8'b00000000 && (!(i_hh == 8'hff)))begin
        o_seg0 <= r_sseg[6:0];
        o_seg1 <= r_sseg[13:7];
        o_seg2 <= r_mseg[6:0];
        o_seg3 <= r_mseg[13:7];
        o_seg4 <= r_hseg[6:0];
        o_seg5 <= r_hseg[13:7];
    end
    else begin
        o_seg0 <= r_xseg[6:0];
        o_seg1 <= r_xseg[13:7];
        o_seg2 <= r_sseg[6:0];
        o_seg3 <= r_sseg[13:7];
        o_seg4 <= r_mseg[6:0];
        o_seg5 <= r_mseg[13:7];
    end
end
endmodule       
File: flow/run.sh
#!/bin/bash
# OpenROAD 26Q1-2900-gdf79404cd8, Yosys 0.63+post, stock flow scripts
make -C /OpenROAD-flow-scripts/flow DESIGN_CONFIG=/design/flow/config.mk WORK_HOME=/design/flow/orfs finish
File: flow/config.mk
export PLATFORM = sky130hd
export DESIGN_NAME = Clock
export DESIGN_NICKNAME = Clock
export VERILOG_FILES = /design/flow/design.v
export SDC_FILE = /design/flow/constraint.sdc
export NUM_CORES = 4
export LEC_CHECK = 1
export CORE_UTILIZATION = 30
File: flow/constraint.sdc
current_design Clock

set clk_period 7.0
set clk_io_pct 0.2

create_clock -name clk0 -period $clk_period [get_ports {i_clk}]

set non_clock_inputs [all_inputs -no_clocks]
set_input_delay [expr $clk_period * $clk_io_pct] -clock clk0 $non_clock_inputs
set_output_delay [expr $clk_period * $clk_io_pct] -clock clk0 [all_outputs]
==> out/qor.yml <==
synthesis:
  yosysWarnings: 5
  synthMuxAreaShare_pct: 4.41
  simple_gate_share_pct: 19.2
  area_leaders: "dfrtp_1 25%, dfstp_2 19%, ha_1 5.6%, xnor2_1 4.1%, nor2_1 3.9%"
  flop_cell: "dfrtp_1"
  async_flop_share_pct: 100
  xor_share_pct: 6.34
  ys_seq_share_pct: 43.9
  ys_area_sq_um: 13400
  yosysUniqueCellTypes: 104
  ys_cells: 1413
  synthCells: 1413
  edf_count: 0
  syn-cell-area_sq_um: 13400
  compound_area_share_pct: 15.3
  largest_area_cell: "dfrtp_1"
  synth-adder-area-share_pct: 6.14
  avgSynthCellArea_sq_um: 9.47
  top_cell_area_share_pct: 24.7
  most_common_cell: "nor2_1"
  logic_family: "simple AND/OR/NAND/NOR gates"
  yosys-top-cells-count: "139 x nor2_1, 132 x dfrtp_1, 115 x nand2_1, 98 x dfstp_2, 81 x a21oi_1"
  ys_ff: 230
floorplanning:
  dieArea_sq_um: 45400
  fp.dieW_microns: 213
  core_sq_um: 44100
  initial_utilization_pct: 30.3
  io_pins: 45
  row_count: 77
  die_y_microns: 213
grt:
  grt_start_max_net_pins: 94
  antenna_found_initial: 0
  globalRoute.totalOverflow: 0
  grt_util_all_layers_pct: 11.9
  grt_pass1_wl_mm: 44.0
  grt_pass1_vias: 8691
final_timing:
  untimed_endpoints: 204
  final_hold_viol_count: 0
  worst_pin_slew_ns: 0.843
  slew_violations: 0
  clock_skew_ns: 0.00574
  unclocked_regs: 162
  setup-violations-final: 0
  fin_crit_ns: 2.96
  relSlewSlack_pct: 43.7
  rsz0062_at_grt: "no"
  finalSetupTns_ns: 0
  setup_ws_ns: 4.04
  timing.fmax_ghz: 0.338
  fin_crit_sh_pct: 42.3
hold_path:
  worstHoldEndpoint: "uut1.o_clk"
  min_path_type: "register to register"
  min_from: "uut1.o_clk"
  worstHoldPathCells: 1
clock_tree:
  cts_resized: 0
  clkTransAtPathRegs_ns: 0.05
  holdBufCountCts: 0
  root_buffer: "clkbuf_16"
  cts_tree: "built"
  clock_latency_ns: 0.32
  htreeDepth: 3
  cts_setup_buffers: 0
  cts_buffers: 9
  cts_buffer_depth: 2
job:
  max-cap-violations: 0
  tool_warnings: 70
drt:
  avgViaCountPerCell: 4.79
  insertedDiodeCount: 0
  routedWlPerCell_microns: 13.0
  drc: 0
  drt-pass1-iter-count: 5
  dr.first_iter.drc_count: 724
  via_count: 9586
  wl_mm: 26.0
  drtAntennaViolNets: 0
place:
  io_buffers: 44
  dp_slack_ns: 3.77
  place.gp.congestion: 0.866
  dp_hpwl_mm: 18.9
worst_setup_path:
  arrival_ns: 3.20
  worstSetupEndpointType: "register"
  r2r_slack_ns: 4.04
  critPathLaunchType: "register"
  reg2reg_depth: 9
  critical_path.startpoint: "uut1.cnt[2]"
  worstReg2RegEnd: "uut1.o_clk"
  cp.required_ns: 7.24
  cp_max_fo: 7
  crit_type: "register to register"
  crit-reg2reg-launch: "uut1.cnt[2]"
finish:
  num-fill-cells: 4389
  combGateArea_sq_um: 6880
  area_growth_pct: 9.21
  layout-drive-gt1-share_pct: 15.2
  register_area_sq_um: 5880
pwr:
  power.density_nw_per_um2: 61.1
  leakage_nw: 6.06
  max-vdd-ir-drop_mv: 0.117
status:
  run_status: "complete, no violations"
## metal layers
layer,wire length [microns],vias up,track usage [%]
met4,105,0,0.616
met2,11400,161,17.8
met5,0,-,0
li1,-,4904,-
met1,13700,4513,19.9
met3,802,8,1.17
## power by group
group | total (mW) | internal [mW] | switching (mW)
logic | 0.0283 | 0.00275 | 0.0255
registers | 0.398 | 0.398 | 0
clock network | 0.467 | 0.310 | 0.157
total | 0.893 | 0.711 | 0.182
## sequential cells by signal (all words and copies together) (netlist names), 8 cells and up
name and cells:
uut3.r_scnt 8, uut1.cnt 33, uut3.o_xx 8, uut3.o_hh 8, uut3.r_xcnt 8, uut2.cnt 33, uut3.o_ss 8, uut3.r_mcnt 8
uut3.o_mm 8, uut3.r_hcnt 8
## cells by family (layout without fill, tap and decap cells)
family	Yosys count	after routing
compound gates	309	309
xor+xnor	96	96
fa+ha+maj	67	67
buf+inv	152	149
flops	230	230
mux	53	53
simple gates	506	506
## cells in the final DEF (no fill, tap or decap), types with 21 or more instances in the layout
master | netlist | layout
nand4_1 | 21 | 21
a21oi_1 | 81 | 81
ha_1 | 60 | 60
o21ai_0 | 79 | 79
nor2b_1 | 22 | 22
xor2_1 | 32 | 32
inv_1 | 79 | 79
and3_1 | 22 | 22
nor3_1 | 33 | 33
nand3_1 | 46 | 46
dfstp_2 | 98 | 98
clkdlybuf4s50_1 | 0 | 43
xnor2_1 | 63 | 63
nand2_1 | 115 | 115
mux2_2 | 44 | 44
nor2_1 | 139 | 139
a31oi_1 | 32 | 32
nand2b_1 | 28 | 28
dfrtp_1 | 132 | 131
## how the worst max path moves through the flow
stage	depth (start not counted)	slack [ns]	endpoint
CTS	9	4.05	uut1.o_clk
global route	9	3.79	uut1.o_clk
finish	9	4.04	uut1.o_clk
## critical path, stage by stage (launching register included)
cell	delay (ns)
dfrtp_1	0.44
and4_1	0.29
nand4_1	0.19
or3_1	0.50
inv_1	0.17
and3_1	0.28
a31oi_1	0.12
nor4b_1	0.31
and4b_1	0.41
xor2_1	0.18
## stage by stage
step	utilization, %	power (mW)	hold slack (ns)	cells	cell area (sq um)
3_5_place_dp	32.4	0.435	0.467	1986	14300
6_report	33.1	0.893	0.475	2002	14600
4_1_cts	33.1	0.908	0.476	2002	14600
5_1_grt	33.1	0.934	0.522	2002	14600
3_3_place_gp	32.4	0.435	0.471	1986	14300
2_1_floorplan	-	0.406	0.458	1413	13400
## cell type report
type	instances	area share (%)
Multi-Input combinational cell	1031	47.1
Sequential cell	230	40.2
Tap cell	592	5.07
Timing Repair Buffer	51	3.41
Inverter	82	2.11
Clock buffer	11	1.59
Clock inverter	5	0.531
Power is estimated from default activity; no workload was simulated.
